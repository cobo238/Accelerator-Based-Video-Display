<file path="/design/flow/run.sh">
#!/bin/bash
# OpenROAD 26Q1-2900-gdf79404cd8, Yosys 0.63+post, stock flow scripts
make -C /OpenROAD-flow-scripts/flow DESIGN_CONFIG=/design/flow/config.mk WORK_HOME=/design/flow/orfs finish
</file>
<file path="/design/flow/config.mk">
export PLATFORM = sky130hd
export DESIGN_NAME = BCDconvert
export DESIGN_NICKNAME = BCDconvert
export VERILOG_FILES = /design/flow/design.v
export SDC_FILE = /design/flow/constraint.sdc
export NUM_CORES = 4
export LEC_CHECK = 1
export CORE_AREA = 10 10 105 105
export DIE_AREA = 0 0 115 115
</file>
<file path="/design/flow/constraint.sdc">
current_design BCDconvert

set clk_period 1.0
set clk_io_pct 0.2

create_clock -name clk0 -period $clk_period

set non_clock_inputs [all_inputs -no_clocks]
set_input_delay [expr $clk_period * $clk_io_pct] -clock clk0 $non_clock_inputs
set_output_delay [expr $clk_period * $clk_io_pct] -clock clk0 [all_outputs]
</file>
<file path="/design/flow/design.v">
module BCDconvert (bin, nothing, sign, hunBCD, tenBCD, oneBCD);
	input [9:0] bin;
	input [0:0] nothing;
	output reg [7:0] hunBCD, tenBCD, oneBCD;
	output reg [7:0] sign;
	wire [21:0] word;
	reg [21:0] bin2shift;
	reg [9:0] posbin;
	reg [3:0] hun, ten, one;
	wire [7:0] hunD, tenD, oneD;
	assign word = {4'b0000, 4'b0000, 4'b0000, posbin};
	seg7 a0 (.in(one), .out(oneD));
	seg7 a1 (.in(ten), .out(tenD));
	seg7 a2 (.in(hun), .out(hunD));
	always @(*) begin
		if (! nothing) begin
			if (bin[9] == 1'b1) begin
				sign = 8'b10111111;
				posbin = -bin;
			end else begin
				posbin = bin;
				sign = 8'd255;
			end
			bin2shift = word;
			if (bin2shift[21:18] >= 4'd5) 
				bin2shift[21:18] = bin2shift[21:18] + 4'd3;
			if (bin2shift[17:14] >= 4'd5)
				bin2shift[17:14] = bin2shift[17:14] + 4'd3;
			if (bin2shift[13:10] >= 4'd5)
				bin2shift[13:10] = bin2shift[13:10] + 4'd3;
			bin2shift = bin2shift << 1;
			if (bin2shift[21:18] >= 4'd5) 
				bin2shift[21:18] = bin2shift[21:18] + 4'd3;
			if (bin2shift[17:14] >= 4'd5)
				bin2shift[17:14] = bin2shift[17:14] + 4'd3;
			if (bin2shift[13:10] >= 4'd5)
				bin2shift[13:10] = bin2shift[13:10] + 4'd3;
			bin2shift = bin2shift << 1;
			if (bin2shift[21:18] >= 4'd5) 
				bin2shift[21:18] = bin2shift[21:18] + 4'd3;
			if (bin2shift[17:14] >= 4'd5)
				bin2shift[17:14] = bin2shift[17:14] + 4'd3;
			if (bin2shift[13:10] >= 4'd5)
				bin2shift[13:10] = bin2shift[13:10] + 4'd3;
			bin2shift = bin2shift << 1;
			if (bin2shift[21:18] >= 4'd5) 
				bin2shift[21:18] = bin2shift[21:18] + 4'd3;
			if (bin2shift[17:14] >= 4'd5)
				bin2shift[17:14] = bin2shift[17:14] + 4'd3;
			if (bin2shift[13:10] >= 4'd5)
				bin2shift[13:10] = bin2shift[13:10] + 4'd3;
			bin2shift = bin2shift << 1;
			if (bin2shift[21:18] >= 4'd5) 
				bin2shift[21:18] = bin2shift[21:18] + 4'd3;
			if (bin2shift[17:14] >= 4'd5)
				bin2shift[17:14] = bin2shift[17:14] + 4'd3;
			if (bin2shift[13:10] >= 4'd5)
				bin2shift[13:10] = bin2shift[13:10] + 4'd3;
			bin2shift = bin2shift << 1;
			if (bin2shift[21:18] >= 4'd5) 
				bin2shift[21:18] = bin2shift[21:18] + 4'd3;
			if (bin2shift[17:14] >= 4'd5)
				bin2shift[17:14] = bin2shift[17:14] + 4'd3;
			if (bin2shift[13:10] >= 4'd5)
				bin2shift[13:10] = bin2shift[13:10] + 4'd3;
			bin2shift = bin2shift << 1;
			if (bin2shift[21:18] >= 4'd5) 
				bin2shift[21:18] = bin2shift[21:18] + 4'd3;
			if (bin2shift[17:14] >= 4'd5)
				bin2shift[17:14] = bin2shift[17:14] + 4'd3;
			if (bin2shift[13:10] >= 4'd5)
				bin2shift[13:10] = bin2shift[13:10] + 4'd3;
			bin2shift = bin2shift << 1;
			if (bin2shift[21:18] >= 4'd5) 
				bin2shift[21:18] = bin2shift[21:18] + 4'd3;
			if (bin2shift[17:14] >= 4'd5)
				bin2shift[17:14] = bin2shift[17:14] + 4'd3;
			if (bin2shift[13:10] >= 4'd5)
				bin2shift[13:10] = bin2shift[13:10] + 4'd3;
			bin2shift = bin2shift << 1;
			if (bin2shift[21:18] >= 4'd5) 
				bin2shift[21:18] = bin2shift[21:18] + 4'd3;
			if (bin2shift[17:14] >= 4'd5)
				bin2shift[17:14] = bin2shift[17:14] + 4'd3;
			if (bin2shift[13:10] >= 4'd5)
				bin2shift[13:10] = bin2shift[13:10] + 4'd3;
			bin2shift = bin2shift << 1;
			if (bin2shift[21:18] >= 4'd5) 
				bin2shift[21:18] = bin2shift[21:18] + 4'd3;
			if (bin2shift[17:14] >= 4'd5)
				bin2shift[17:14] = bin2shift[17:14] + 4'd3;
			if (bin2shift[13:10] >= 4'd5)
				bin2shift[13:10] = bin2shift[13:10] + 4'd3;
			bin2shift = bin2shift << 1;
			one = bin2shift[13:10];
			ten = bin2shift[17:14];
			hun = bin2shift[21:18];
			hunBCD = hunD;
			tenBCD = tenD;
			oneBCD = oneD;
		end
		else begin
			 sign = 8'b10111111;
			 hunBCD = 8'b10111111;
			 tenBCD = 8'b10111111;
			 oneBCD = 8'b10111111;
	   end
	end
endmodule
module seg7 (in,out);
	input wire [3:0] in;
	output reg [7:0] out;
	wire [1:0] wire_part;
	reg [5:0] reg_part;
	assign wire_part[1] = 1; 
	assign wire_part[0] = (in[3]&in[2]&(~in[1])&(~in[0])) | ((~in[3])&in[2]&in[1]&in[0]) | ((~in[3])&(~in[2])&(~in[1]));
	always @ (in[3:0]) begin
		case ({in[3],in[2],in[1],in[0]})
			4'b0000: begin
				reg_part = 6'b000000;
				out = {wire_part,reg_part};
			end
			4'b0001: begin
				reg_part = 6'b111001;
				out = {wire_part,reg_part};
			end
			4'b0010: begin
				reg_part = 6'b100100;
				out = {wire_part,reg_part};
			end
			4'b0011: begin
				reg_part = 6'b110000;
				out = {wire_part,reg_part};
			end
			4'b0100: begin
				reg_part = 6'b011001;
				out = {wire_part,reg_part};
			end
			4'b0101: begin
				reg_part = 6'b010010;
				out = {wire_part,reg_part};
			end
			4'b0110: begin
				reg_part = 6'b000010;
				out = {wire_part,reg_part};
			end
			4'b0111: begin
				reg_part = 6'b111000;
				out = {wire_part,reg_part};
			end
			4'b1000: begin
				reg_part = 6'b000000;
				out = {wire_part,reg_part};
			end
			4'b1001: begin
				reg_part = 6'b011000;
				out = {wire_part,reg_part};
			end
			4'b1010: begin
				reg_part = 6'b001000;
				out = {wire_part,reg_part};
			end
			4'b1011: begin
				reg_part = 6'b000011;
				out = {wire_part,reg_part};
			end
			4'b1100: begin
				reg_part = 6'b000110;
				out = {wire_part,reg_part};
			end
			4'b1101: begin
				reg_part = 6'b100001;
				out = {wire_part,reg_part};
			end
			4'b1110: begin
				reg_part = 6'b000110;
				out = {wire_part,reg_part};
			end
			4'b1111: begin
				reg_part = 6'b001110;
				out = {wire_part,reg_part};
			end
		endcase
	end
endmodule
</file>
==> reports/qor.csv <==
stage;metric;value;unit
setup_path;cp_max_fo;7;
synthesis;syn_inst;472;
sta;fin_ws;-91.4;ps
setup_path;cp-end-kind;output port;
final_layout;stdcell_area;3660;um2
worst_hold_path;hold_class;primary input to output port;
outcome;violations;negative setup slack;
sta;unclocked_pins;22;
routing;antenna_cells;0;
setup_path;cp-endpoint;hunBCD[0];
outcome;status;finished with violations;
setup_path;slowest_stage;a41oi_2;
floorplanning;io_pins;43;
run;cap_viol_max_count;0;
routing;wl;8030;um
sta;min_period;1090;ps
setup_path;worst_ep_required_time;800;ps
setup_path;path_buffers;4;
grt;first_global_vias;3126;
synthesis;fa_ha_area_share;5.43;%
grt;grt_pass1_wl;14100;um
routing;via_count;3512;
floorplanning;rows;34;
sta;fmax;916;MHz
pwr;p_per_area;1010;nW/um2
synthesis;yosysUniqueCellTypes;84;
place;hpwl;5790;um
routing;wl_per_cell;13.5;um
setup_path;critical_path_cell_count;6;
synthesis;largest_area_cell;dlxtn_1;
grt;gr-total-overflow;0;
setup_path;crit_start;nothing[0];
routing;vias_per_cell;5.91;
run;openroad.warnings;38;
place;placed_area;3560;um2
sta;setup_viol;7;
synthesis;mux_area_share;2.87;%
synthesis;ys_async_sr_fraction;0;%
final_layout;logic_area;2660;um2
routing;drt-initial-drc-count;449;
synthesis;ys_cells;472;
pwr;leakagePower;1.49;nW
final_layout;nFillCells;888;
sta;period_used_share;109;%
sta;rsz0062_at_grt;yes;
final_layout;fin_util;41.8;%
grt;antenna_found_initial;0;
floorplanning;die-width;115;um
setup_path;crit_type;primary input to output port;
synthesis;synth-edff-count;0;
synthesis;simple_gate_share;24.9;%
sta;slew_viol_final;0;
setup_path;slowest_delay;140;ps
place;routabilityCongestion;0.881;
final_layout;syn_to_final_growth;13.4;%
synthesis;yosys_warnings;2;
synthesis;synth_area;3230;um2
synthesis;ys_area;3230;um2
synthesis;synthTopLogicFamily;AND-OR/OR-AND gates;
sta;unconstrained_endpoints;22;
floorplanning;die_h;115;um
synthesis;synth_top_flop_cell;dlxtn_1;
synthesis;syn_avg_cell_area;6.84;um2
synthesis;yosys-top-cells-count;o21ai_0 (39), nor2_1 (36), nand2_1 (34);
synthesis;top_area_share;10.2;%
setup_path;crit_path_start_kind;primary input;
synthesis;synth_flops;22;
grt;grt_use_total;11.8;%
grt;grt_max_degree;33;
floorplanning;initial_core_util;36.8;%
final_layout;drive_above_1_share;15.2;%
setup_path;cp.arrival;890;ps
setup_path;critical_path.top_delay_family;buffers and inverters;
place;io_buffers;33;
synthesis;synthAoiAreaFrac;41.3;%
sta;hold_violations;0;
cts;cts_hold_buf;0;
synthesis;xor_share;4.88;%
final_layout;seq_area;330;um2
synthesis;ys_top_cells_by_area;dlxtn_1 (10%), o21ai_0 (6.0%), ha_1 (5.4%);
sta;whs;757;ps
routing;detail-route-antenna-nets;0;
sta;relSlewSlack;49.2;%
synthesis;synth.most_common_cell;o21ai_0;
sta;worst_pin_slew;762;ps
setup_path;crit_chain;buf_12 -> buf_12 -> buf_6 -> a41oi_2 -> o21ai_1 -> buf_2;
routing;drc;0;
pwr;vdd_drop_max;0.413;mV
floorplanning;die-area;13200;um2
routing;first_pass_iters;6;
floorplanning;coreArea;8760;um2
setup_path;cpMostUsedCell;buf_12;
[layer usage]
layer  GRT usage, %  wire [um]
met4          0.578         25
met3           1.32        492
met5              0          0
met2           19.0       3460
met1           17.5       4060
[cell families (layout without fill, tap and decap cells)]
group / count (synthesis) / in the layout
compound gates: 185 / 185
xor+xnor: 18 / 18
fa+ha+maj: 14 / 14
buf+inv: 69 / 74
latches: 22 / 22
mux: 8 / 8
other cells: 1 / 10
simple gates: 155 / 155
[layout by cell type, fill, tap and decap left out, types with 4 or more instances in the layout]
| master | instances |
|---|---|
| buf_6 | 6 |
| nor2b_1 | 10 |
| a21oi_1 | 28 |
| a21oi_2 | 4 |
| conb_1 | 10 |
| o21ai_0 | 31 |
| inv_1 | 21 |
| or4_1 | 4 |
| clkbuf_2 | 4 |
| or3_1 | 5 |
| a21o_1 | 7 |
| nor3_1 | 14 |
| xnor2_1 | 15 |
| a211oi_1 | 4 |
| a31oi_1 | 13 |
| o21ai_1 | 11 |
| nand3_1 | 13 |
| ha_1 | 14 |
| a221o_1 | 4 |
| and2_1 | 4 |
| buf_4 | 9 |
| dlxtn_1 | 22 |
| nand2b_1 | 10 |
| clkdlybuf4s50_1 | 9 |
| nand2_1 | 34 |
| a211o_1 | 9 |
| nor4_1 | 6 |
| o211ai_1 | 9 |
| o31ai_1 | 8 |
| buf_2 | 17 |
| nor2_1 | 35 |
[power by group]
part           internal [mW]  switching (mW)  leakage, nW
clock network              0               0            0
logic                   1.46            1.72         1.31
registers              0.179           0.321        0.176
total                   1.64            2.04         1.49
[per-stage QoR]
step / total power [mW] / setup WS [ps] / instances / setup TNS, ps
2_1_floorplan: 2.84 / 158 / 481 / 0
3_3_place_gp: 3.63 / -752 / 584 / -15160
3_5_place_dp: 3.64 / -766 / 584 / -15300
4_1_cts: 3.62 / -88.8 / 593 / -415
5_1_grt: 4.13 / -135 / 594 / -758
6_report: 3.68 / -91.4 / 594 / -308
[what timing repair did]
| item | in CTS | in global routing |
|---|---|---|
| resized | 93 | 8 |
| setup buffers | 7 | 1 |
| pin swaps | 2 | 2 |
| setup endpoints to repair | 22 | 21 |
| gates cloned | 2 | 0 |
[layout make-up]
type	instances	area share, %
Multi-Input combinational cell	390	72.8
Timing Repair Buffer	51	12.1
Tap cell	108	3.69
Inverter	23	2.43
Sequential cell	22	9.03
[sequential cells by signal (all words and copies together), names as in the netlist]
register  flops
posbin       10
hun           4
one           4
ten           4
[worst min path at each step]
stage | startpoint | to | slack [ps] | cells past startpoint
CTS | nothing[0] | tenBCD[6] | 770 | 4
finish | nothing[0] | tenBCD[6] | 760 | 4
global route | nothing[0] | tenBCD[6] | 770 | 4
No activity file was given, so power comes from the tool's default toggle rates.
