==> flow/design.v <==
module mod4tb( clock, smooth_outx, smooth_outy, col, row, red, green, blue, en, count);
	input clock;
	input       [9:0] smooth_outx, smooth_outy;
	input       [9:0] col, row;
	output reg  [3:0] red, green, blue;
	output reg  [0:0] en;
	output reg  [9:0] count;
	reg  [9:0] pixel_x1, pixel_x2; 
	wire [9:0] x1, x2;
	reg  [9:0] pixel_y1, pixel_y2;
	wire [9:0] y1, y2;
	reg  [7:0] addr;
	wire [11:0] colors;
	ram  memory (.clock(clock), .address(addr) , .data_out(colors));
	assign x1 = 10'd311 + smooth_outx;
	assign x2 = 10'd326 + smooth_outx;
	assign y1 = 10'd231 + smooth_outy;
	assign y2 = 10'd246 + smooth_outy;
	initial begin
		count = 10'd0;
	end
	always @(*) begin 
			pixel_x1 = x1;
			pixel_x2 = x2;
	end
	always @(*) begin
		if (y1[9] == 1'b1) begin
			pixel_y1 = 10'd0;
			pixel_y2 = 10'd15;
		end
		else if (y2 >= 10'd479) begin
			pixel_y1 = 10'd464;
			pixel_y2 = 10'd479;
		end
		else begin
			pixel_y1 = y1;
			pixel_y2 = y2;
		end
	end
	always @(posedge en) begin
		count = count + 10'd1;
	end
	always @(*) begin
	   if ( (col[9:0] >= pixel_x1) && (col[9:0] <= pixel_x2) && (row[9:0] >= pixel_y1 ) && (row[9:0] <= pixel_y2) ) begin
			addr    = (row[9:0] - pixel_y1)*16 + (col[9:0] - pixel_x1);
			red     = colors [11:8]; 
			green   = colors [7:4];
			blue    = colors [3:0];
		end
		else begin
			if (pixel_y1 == 10'd0 || pixel_y2 == 10'd479 || pixel_x1 == 10'd55 || pixel_x2 == 10'b1000110000) begin
				red     = 4'hf;
				green   = 4'h0;
				blue    = 4'h0;
				en = 1'b1;
			end else begin
				red     = 4'h0;
				green   = 4'h0;
				blue    = 4'h0;
				en = 1'b0;
			end
		end
	end
endmodule
module ram( clock, address, data_out);
	input clock;
	input [7:0] address;  
	output reg [11:0] data_out;
	reg [11:0] mem[255:0];
	initial begin
		mem[0]    = 12'b0010_0100_0111;
		mem[1]    = 12'b0010_0100_0111;
		mem[2]    = 12'b0010_0100_0111;
		mem[3]    = 12'b0010_0100_0111;
		mem[4]    = 12'b0010_0100_0111;
		mem[5]    = 12'b0010_0100_0111;
		mem[6]    = 12'b0010_0100_0111;
		mem[7]    = 12'b0010_0100_0111;
		mem[8]    = 12'b0010_0100_0111;
		mem[9]    = 12'b0010_0100_0111;
		mem[10]    = 12'b0010_0100_0111;
		mem[11]    = 12'b0010_0100_0111;
		mem[12]    = 12'b0010_0100_0111;
		mem[13]    = 12'b0010_0100_0111;
		mem[14]    = 12'b0010_0100_0111;
		mem[15]    = 12'b0010_0100_0111;
		mem[16]    = 12'b0010_0100_0111;
		mem[17]    = 12'b0010_0100_0111;
		mem[18]    = 12'b0010_0100_0111;
		mem[19]    = 12'b0010_0100_0111;
		mem[20]    = 12'b0010_0100_0111;
		mem[21]    = 12'b0010_0100_0111;
		mem[22]    = 12'b0010_0100_0111;
		mem[23]    = 12'b0010_0100_0111;
		mem[24]    = 12'b0010_0100_0111;
		mem[25]    = 12'b0010_0100_0111;
		mem[26]    = 12'b0010_0100_0111;
		mem[27]    = 12'b0010_0100_0111;
		mem[28]    = 12'b0010_0100_0111;
		mem[29]    = 12'b0010_0100_0111;
		mem[30]    = 12'b0010_0100_0111;
		mem[31]    = 12'b0010_0100_0111;
		mem[32]    = 12'b0010_0100_0111;
		mem[33]    = 12'b0010_0100_0111;
		mem[34]    = 12'b0010_0100_0111;
		mem[35]    = 12'b0010_0100_0111;
		mem[36]    = 12'b0010_0100_0111;
		mem[37]    = 12'b0010_0100_0111;
		mem[38]    = 12'b0010_0100_0111;
		mem[39]    = 12'b0010_0100_0111;
		mem[40]    = 12'b0010_0100_0111;
		mem[41]    = 12'b0010_0100_0111;
		mem[42]    = 12'b0010_0100_0111;
		mem[43]    = 12'b0010_0100_0111;
		mem[44]    = 12'b0010_0100_0111;
		mem[45]    = 12'b0010_0100_0111;
		mem[46]    = 12'b0010_0100_0111;
		mem[47]    = 12'b0010_0100_0111;
		mem[48]    = 12'b0010_0100_0111;
		mem[49]    = 12'b0010_0100_0111;
		mem[50]    = 12'b0010_0100_0111;
		mem[51]    = 12'b0010_0100_0111;
		mem[52]    = 12'b0010_0100_0111;
		mem[53]    = 12'b0010_0100_0111;
		mem[54]    = 12'b0010_0100_0111;
		mem[55]    = 12'b0010_0100_0111;
		mem[56]    = 12'b0010_0100_0111;
		mem[57]    = 12'b0010_0100_0111;
		mem[58]    = 12'b0010_0100_0111;
		mem[59]    = 12'b0010_0100_0111;
		mem[60]    = 12'b0010_0100_0111;
		mem[61]    = 12'b0010_0100_0111;
		mem[62]    = 12'b0010_0100_0111;
		mem[63]    = 12'b0010_0100_0111;
		mem[64]    = 12'b1000_1000_1000;
		mem[65]    = 12'b1000_1000_1000;
		mem[66]    = 12'b1000_1000_1000;
		mem[67]    = 12'b1000_1000_1000;
		mem[68]    = 12'b1000_1000_1000;
		mem[69]    = 12'b1000_1000_1000;
		mem[70]    = 12'b0010_0100_0111;
		mem[71]    = 12'b0010_0100_0111;
		mem[72]    = 12'b0010_0100_0111;
		mem[73]    = 12'b0010_0100_0111;
		mem[74]    = 12'b1000_1000_1000;
		mem[75]    = 12'b1000_1000_1000;
		mem[76]    = 12'b1000_1000_1000;
		mem[77]    = 12'b1000_1000_1000;
		mem[78]    = 12'b1000_1000_1000;
		mem[79]    = 12'b1000_1000_1000;
		mem[80]    = 12'b1000_1000_1000;
		mem[81]    = 12'b1000_1000_1000;
		mem[82]    = 12'b1000_1000_1000;
		mem[83]    = 12'b1000_1000_1000;
		mem[84]    = 12'b1000_1000_1000;
		mem[85]    = 12'b1000_1000_1000;
		mem[86]    = 12'b0010_0100_0111;
		mem[87]    = 12'b0010_0100_0111;
		mem[88]    = 12'b0010_0100_0111;
		mem[89]    = 12'b0010_0100_0111;
		mem[90]    = 12'b1000_1000_1000;
		mem[91]    = 12'b1000_1000_1000;
		mem[92]    = 12'b1000_1000_1000;
		mem[93]    = 12'b1000_1000_1000;
		mem[94]    = 12'b1000_1000_1000;
		mem[95]    = 12'b1000_1000_1000;
		mem[96]    = 12'b1000_1000_1000;
		mem[97]    = 12'b1000_1000_1000;
		mem[98]    = 12'b1000_1000_1000;
		mem[99]    = 12'b1000_1000_1000;
		mem[100]    = 12'b1000_1000_1000;
		mem[101]    = 12'b1000_1000_1000;
		mem[102]    = 12'b0010_0100_0111;
		mem[103]    = 12'b0010_0100_0111;
		mem[104]    = 12'b0010_0100_0111;
		mem[105]    = 12'b0010_0100_0111;
		mem[106]    = 12'b1000_1000_1000;
		mem[107]    = 12'b1000_1000_1000;
		mem[108]    = 12'b1000_1000_1000;
		mem[109]    = 12'b1000_1000_1000;
		mem[110]    = 12'b1000_1000_1000;
		mem[111]    = 12'b1000_1000_1000;
		mem[112]    = 12'b1000_1000_1000;
		mem[113]    = 12'b1000_1000_1000;
		mem[114]    = 12'b1000_1000_1000;
		mem[115]    = 12'b1000_1000_1000;
		mem[116]    = 12'b1000_1000_1000;
		mem[117]    = 12'b1000_1000_1000;
		mem[118]    = 12'b0010_0100_0111;
		mem[119]    = 12'b0010_0100_0111;
		mem[120]    = 12'b0010_0100_0111;
		mem[121]    = 12'b0010_0100_0111;
		mem[122]    = 12'b1000_1000_1000;
		mem[123]    = 12'b1000_1000_1000;
		mem[124]    = 12'b1000_1000_1000;
		mem[125]    = 12'b1000_1000_1000;
		mem[126]    = 12'b1000_1000_1000;
		mem[127]    = 12'b1000_1000_1000;
		mem[128]    = 12'b1000_1000_1000;
		mem[129]    = 12'b1000_1000_1000;
		mem[130]    = 12'b1000_1000_1000;
		mem[131]    = 12'b1000_1000_1000;
		mem[132]    = 12'b1000_1000_1000;
		mem[133]    = 12'b1000_1000_1000;
		mem[134]    = 12'b0010_0100_0111;
		mem[135]    = 12'b0010_0100_0111;
		mem[136]    = 12'b0010_0100_0111;
		mem[137]    = 12'b0010_0100_0111;
		mem[138]    = 12'b1000_1000_1000;
		mem[139]    = 12'b1000_1000_1000;
		mem[140]    = 12'b1000_1000_1000;
		mem[141]    = 12'b1000_1000_1000;
		mem[142]    = 12'b1000_1000_1000;
		mem[143]    = 12'b1000_1000_1000;
		mem[144]    = 12'b1000_1000_1000;
		mem[145]    = 12'b1000_1000_1000;
		mem[146]    = 12'b1000_1000_1000;
		mem[147]    = 12'b1000_1000_1000;
		mem[148]    = 12'b1000_1000_1000;
		mem[149]    = 12'b1000_1000_1000;
		mem[150]    = 12'b0010_0100_0111;
		mem[151]    = 12'b0010_0100_0111;
		mem[152]    = 12'b0010_0100_0111;
		mem[153]    = 12'b0010_0100_0111;
		mem[154]    = 12'b1000_1000_1000;
		mem[155]    = 12'b1000_1000_1000;
		mem[156]    = 12'b1000_1000_1000;
		mem[157]    = 12'b1000_1000_1000;
		mem[158]    = 12'b1000_1000_1000;
		mem[159]    = 12'b1000_1000_1000;
		mem[160]    = 12'b1000_1000_1000;
		mem[161]    = 12'b1000_1000_1000;
		mem[162]    = 12'b1000_1000_1000;
		mem[163]    = 12'b1000_1000_1000;
		mem[164]    = 12'b1000_1000_1000;
		mem[165]    = 12'b1000_1000_1000;
		mem[166]    = 12'b0010_0100_0111;
		mem[167]    = 12'b0010_0100_0111;
		mem[168]    = 12'b0010_0100_0111;
		mem[169]    = 12'b0010_0100_0111;
		mem[170]    = 12'b1000_1000_1000;
		mem[171]    = 12'b1000_1000_1000;
		mem[172]    = 12'b1000_1000_1000;
		mem[173]    = 12'b1000_1000_1000;
		mem[174]    = 12'b1000_1000_1000;
		mem[175]    = 12'b1000_1000_1000;
		mem[176]    = 12'b1000_1000_1000;
		mem[177]    = 12'b1000_1000_1000;
		mem[178]    = 12'b1000_1000_1000;
		mem[179]    = 12'b1000_1000_1000;
		mem[180]    = 12'b1000_1000_1000;
		mem[181]    = 12'b1000_1000_1000;
		mem[182]    = 12'b0010_0100_0111;
		mem[183]    = 12'b0010_0100_0111;
		mem[184]    = 12'b0010_0100_0111;
		mem[185]    = 12'b0010_0100_0111;
		mem[186]    = 12'b1000_1000_1000;
		mem[187]    = 12'b1000_1000_1000;
		mem[188]    = 12'b1000_1000_1000;
		mem[189]    = 12'b1000_1000_1000;
		mem[190]    = 12'b1000_1000_1000;
		mem[191]    = 12'b1000_1000_1000;
		mem[192]    = 12'b0010_0100_0111;
		mem[193]    = 12'b0010_0100_0111;
		mem[194]    = 12'b0010_0100_0111;
		mem[195]    = 12'b0010_0100_0111;
		mem[196]    = 12'b0010_0100_0111;
		mem[197]    = 12'b0010_0100_0111;
		mem[198]    = 12'b0010_0100_0111;
		mem[199]    = 12'b0010_0100_0111;
		mem[200]    = 12'b0010_0100_0111;
		mem[201]    = 12'b0010_0100_0111;
		mem[202]    = 12'b1000_1000_1000;
		mem[203]    = 12'b1000_1000_1000;
		mem[204]    = 12'b1000_1000_1000;
		mem[205]    = 12'b1000_1000_1000;
		mem[206]    = 12'b1000_1000_1000;
		mem[207]    = 12'b1000_1000_1000;
		mem[208]    = 12'b0010_0100_0111;
		mem[209]    = 12'b0010_0100_0111;
		mem[210]    = 12'b0010_0100_0111;
		mem[211]    = 12'b0010_0100_0111;
		mem[212]    = 12'b0010_0100_0111;
		mem[213]    = 12'b0010_0100_0111;
		mem[214]    = 12'b0010_0100_0111;
		mem[215]    = 12'b0010_0100_0111;
		mem[216]    = 12'b0010_0100_0111;
		mem[217]    = 12'b0010_0100_0111;
		mem[218]    = 12'b1000_1000_1000;
		mem[219]    = 12'b1000_1000_1000;
		mem[220]    = 12'b1000_1000_1000;
		mem[221]    = 12'b1000_1000_1000;
		mem[222]    = 12'b1000_1000_1000;
		mem[223]    = 12'b1000_1000_1000;
		mem[224]    = 12'b0010_0100_0111;
		mem[225]    = 12'b0010_0100_0111;
		mem[226]    = 12'b0010_0100_0111;
		mem[227]    = 12'b0010_0100_0111;
		mem[228]    = 12'b0010_0100_0111;
		mem[229]    = 12'b0010_0100_0111;
		mem[230]    = 12'b0010_0100_0111;
		mem[231]    = 12'b0010_0100_0111;
		mem[232]    = 12'b0010_0100_0111;
		mem[233]    = 12'b0010_0100_0111;
		mem[234]    = 12'b1000_1000_1000;
		mem[235]    = 12'b1000_1000_1000;
		mem[236]    = 12'b1000_1000_1000;
		mem[237]    = 12'b1000_1000_1000;
		mem[238]    = 12'b1000_1000_1000;
		mem[239]    = 12'b1000_1000_1000;
		mem[240]    = 12'b0010_0100_0111;
		mem[241]    = 12'b0010_0100_0111;
		mem[242]    = 12'b0010_0100_0111;
		mem[243]    = 12'b0010_0100_0111;
		mem[244]    = 12'b0010_0100_0111;
		mem[245]    = 12'b0010_0100_0111;
		mem[246]    = 12'b0010_0100_0111;
		mem[247]    = 12'b0010_0100_0111;
		mem[248]    = 12'b0010_0100_0111;
		mem[249]    = 12'b0010_0100_0111;
		mem[250]    = 12'b1000_1000_1000;
		mem[251]    = 12'b1000_1000_1000;
		mem[252]    = 12'b1000_1000_1000;
		mem[253]    = 12'b1000_1000_1000;
		mem[254]    = 12'b1000_1000_1000;
		mem[255]    = 12'b1000_1000_1000;
	end
	always @(posedge clock) begin
		data_out <= mem[address];  
	end
endmodule 
==> flow/run.sh <==
#!/bin/bash
# OpenROAD 26Q1-2900-gdf79404cd8, Yosys 0.63+post, stock flow scripts
make -C /OpenROAD-flow-scripts/flow DESIGN_CONFIG=/design/flow/config.mk WORK_HOME=/design/flow/orfs finish
==> flow/config.mk <==
export PLATFORM = sky130hd
export DESIGN_NAME = mod4tb
export DESIGN_NICKNAME = mod4tb
export VERILOG_FILES = /design/flow/design.v
export SDC_FILE = /design/flow/constraint.sdc
export NUM_CORES = 4
export LEC_CHECK = 1
export CORE_UTILIZATION = 40
==> flow/constraint.sdc <==
current_design mod4tb

set clk_period 7.3
set clk_io_pct 0.2

create_clock -name clk0 -period $clk_period [get_ports {clock}]

set non_clock_inputs [all_inputs -no_clocks]
set_input_delay [expr $clk_period * $clk_io_pct] -clock clk0 $non_clock_inputs
set_output_delay [expr $clk_period * $clk_io_pct] -clock clk0 [all_outputs]
==> impl_metrics.ini <==
; generated from flow reports
[placement]
pre_cts_ws_ns = -0.0820
io_buffers = 61
gp_congestion = 0.948
dp_hpwl_um = 6060
placed_cells = 537

[sta]
rsz0062_at_grt = no
fin_crit_ns = 6.98
fmax_ghz = 0.143
period_used_pct = 95.6
setup_slack_ns = 0.323
unclocked_pins = 16
setup_violations = 0
slew_violations = 0
final_hold_viol_count = 0
tightest_slew_ns = 0.480
finalSetupTns_ns = 0
untimed_endpoints = 29
slew_headroom_pct = 67.2

[route]
via_per_inst = 5.22
ant_nets = 0
routedWlPerCell_um = 13.0
drt-total-wl_um = 7050
drc = 0
antenna_cells = 0
vias = 2827
drtPass1Iterations = 4
drtIter0Drc = 91

[finish]
stdcell_count = 542
syn_to_final_growth_pct = 28.8
drive_above_1_share_pct = 10.6

[synthesis]
ys_cells = 379
synth.avg_cell_area_um2 = 8.00
synthCells = 379
synth_flops = 18
yosysTopAreaCell = ha_1
synth_chip_area_um2 = 3030
ys_top_cells_by_count = ha_1 (55), inv_1 (36), nor2_1 (23)
async_flop_share_pct = 0
ff_type = dfxtp_1
synthTopCellsByArea = ha_1 (23%), dfxtp_1 (7.9%), xnor2_1 (6.1%)
netlist_area_um2 = 3030
synth_cell_types = 68
edf_count = 0
top_cell_area_share_pct = 22.7
yosysWarnings = 2
synth.most_common_cell = ha_1

[setup_path]
worstSetupPathDepth = 19
critPathArrivalTime_ns = 5.52
path_buffers = 5
cpMaxStageDelayCell = clkdlybuf4s50_1
critPathTopFamily = simple AND/OR/NAND/NOR gates
end_kind = output pin
critPathLaunchType = input port
critPathKind = input port to output pin
cp_cell_sequence = clkdlybuf4s50_1, or3_4, or3_4, nand2_1, a2bb2oi_2, buf_4, nand4_2, inv_1, ha_1, fa_1, nand2b_1, o221ai_1, a21oi_1, o22ai_1, nor4b_4, buf_6, mux2i_1, o21ai_1, clkdlybuf4s50_1
worstPathMaxFanout = 8
crit_required_ns = 5.84
slowest_delay_ns = 0.48

[clocking]
cts_hold_buffers = 0
clk_path_buf_depth = 2
cts_tree = done
cts_htree_levels = 1
cts-root-buf = clkbuf_8
cts.clk_slew.worst_paths_ns = 0.03
cts_made_buffers = 3

[flow_run]
log.warning_count = 33
drv_cap = 0

[floorplan]
io-pin-count = 64
dieArea_um2 = 7930
core_region_area_um2 = 7290
fp.dieH_um = 89.1
floorplan.core_util_pct = 41.6
num_rows = 31
die_w_um = 89.1

[global_routing]
grt.total_usage_pct = 18.5
grt_max_degree = 14
antenna_found_initial = 0
grt_pass1_vias = 2523
grt_pass1_wl_um = 11500
grt_overflow = 0

[pwr]
cellLeakagePower_nw = 1.80
power_density_nw_per_um2 = 83.4
p_total_uw = 326
ir_drop_mv = 0.0338

[hold_path]
min_path_type = flip-flop to output pin
whs_path_depth = 2

[run_status]
outcome = complete, no violations
## state kept, by name (all words and copies together), names as in the netlist
| name | flops |
|---|---|
| en | 1 |
| memory.data_out | 2 |
| addr | 5 |
| count | 10 |
## layout by cell type (no fill, tap or decap), types with 5 or more instances in the layout
master,n
a21o_1,6
a21oi_1,17
a31oi_1,5
buf_4,16
clkdlybuf4s50_1,58
dfxtp_1,12
dlxtp_1,5
fa_1,6
ha_1,53
inv_1,34
nand2_1,21
nand2b_1,9
nand3_1,12
nor2_1,22
nor2b_1,7
nor3_1,10
o21a_1,5
o21ai_0,13
xnor2_1,21
xor2_1,16
## path summary, 6_finish.rpt
| path | from | to | slack [ns] |
|---|---|---|---|
| setup / recovery | smooth_outy[7] | red[3] | 0.32 |
| hold / removal | memory.data_out[7] | blue[3] | 2.51 |
## final cells by class
type                            instances  area, µm²
Fill cell                             706       3390
Multi-Input combinational cell        308       2520
Timing Repair Buffer                   78        749
Sequential cell                        18        330
Inverter                               36        135
Tap cell                               99        124
Clock buffer                            3       41.3
## repair_timing
action | in CTS | in global routing
gates resized | 3 | 17
gates cloned | 0 | 0
pin swaps | 0 | 6
endpoints found under the setup margin | 8 | 10
setup buffers | 0 | 2
## report_power, final
part / total [mW] / switching (mW) / internal (mW)
logic: 0.260 / 0.127 / 0.133
clock network: 0.0430 / 0.00816 / 0.0348
registers: 0.0228 / 0.00174 / 0.0211
## logic make-up after synthesis
logic type | share of synthesized area [%]
simple gates | 20.3
compound gates | 22.0
fa+ha+maj | 26.7
buf+inv | 8.21
xor+xnor | 10.7
flops | 7.92
latches | 2.97
mux | 0.991
other cells | 0.248
## metrics by stage
stage	cell area [µm²]	util [%]	hold WS, ns
global route	3900	53.5	2.55
finish	3900	53.5	2.51
global placement	3770	51.7	2.30
floorplan	3040	-	1.84
detailed placement	3770	51.7	2.29
CTS	3820	52.4	2.52
## routing by layer
layer,wire length (µm),vias up,track usage [%]
met2,3140,67,31.3
met5,0,-,0
met3,260,4,0.0936
met1,3610,1276,28.2
met4,37,0,1.30
li1,-,1480,-
