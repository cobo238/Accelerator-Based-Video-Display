--- /design/flow/design.v ---
module smoothFilter (clock, enable, select, data_x, data_update, smooth_out);
	input clock;
	input enable;
	input [1:0] select;
	input [15:0] data_x;
	input [0:0] data_update;
	output reg [32:0] smooth_out;
	reg [32:0] sum;
	reg [255:0] shiftreg, shiftreg_c;
	always @(posedge clock) begin
		shiftreg <= #1 shiftreg_c;
	end
	always @(*) begin
	   if (data_update) begin
			shiftreg_c = (shiftreg << 16) + {240'd0, data_x}; 
		end
		else begin
			shiftreg_c = shiftreg;
		end
	end
	always @(*) begin
		if (enable == 1'b0) begin
			case (select) 
				2'b00: smooth_out = shiftreg[15:0]; 
				2'b01: begin 
					sum = shiftreg[15:0] + shiftreg[31:16];
					smooth_out = sum >> 1; end
				2'b10: begin
					sum = shiftreg[15:0] + shiftreg[31:16] + shiftreg[47:32] + shiftreg[63:48];
					smooth_out = sum >> 2; end
				2'b11: begin
					sum = shiftreg[15:0] + shiftreg[31:16] + shiftreg[47:32] + shiftreg[63:48]
							+ shiftreg[79:64] + shiftreg[95:80] + shiftreg[111:96] + shiftreg[127:112]
							+ shiftreg[143:128] + shiftreg[159:144] + shiftreg[175:160] + shiftreg[191:176]
							+ shiftreg[207:192] + shiftreg[223:208] + shiftreg[239:224] + shiftreg[255:240];
					smooth_out = sum >> 4; end
			endcase
		end
	end
endmodule
--- /design/flow/constraint.sdc ---
current_design smoothFilter

set clk_period 1.1
set clk_io_pct 0.2

create_clock -name clk0 -period $clk_period [get_ports {clock}]

set non_clock_inputs [all_inputs -no_clocks]
set_input_delay [expr $clk_period * $clk_io_pct] -clock clk0 $non_clock_inputs
set_output_delay [expr $clk_period * $clk_io_pct] -clock clk0 [all_outputs]
--- /design/flow/config.mk ---
export PLATFORM = sky130hd
export DESIGN_NAME = smoothFilter
export DESIGN_NICKNAME = smoothFilter
export VERILOG_FILES = /design/flow/design.v
export SDC_FILE = /design/flow/constraint.sdc
export NUM_CORES = 4
export LEC_CHECK = 1
export CORE_UTILIZATION = 50
--- /design/flow/run.sh ---
#!/bin/bash
# OpenROAD 26Q1-2900-gdf79404cd8, Yosys 0.63+post, stock flow scripts
make -C /OpenROAD-flow-scripts/flow DESIGN_CONFIG=/design/flow/config.mk WORK_HOME=/design/flow/orfs finish
==> changes_impl.md <==
### Metrics

- Status: finished, final reports clean
- Number of placement rows: 63
- Drt pass-1 iters: 4
- Setup-failing EPs final: 0
- Mapped Area: 0.0151 sq mm
- Final instance area: around 0.017 sq mm
- Synth unique cells: roughly 56
- I/O pin count: 54
- Slew margin rel.: 65.6%
- CP arrival: 1000 ps
- Die y size: 176 um
- Peak Freq: 1320 MHz
- Yosys cell count: 982
- Die X: 176 um
- Fillers: 2342
- Unrepaired setup endpoints after global routing: false
- Type of origin of the critical path: flop
- Avg Cell Area, Syn: 15.4 sq um
- Max Cap Violations: 0
- Crit path max fanout: 3
- Final count of pins violating max slew: 0
- Clk ins delay skew pair: roughly 530 ps
- Hold buffers post-CTS: 0
- Number of I/O port buffers: 37
- Clock slew seen by the registers of the worst setup and hold paths: 60 ps
- Detailed-route via count: roughly 7300
- Worst Setup End Kind: flop
- Root Buffer: clkbuf_16
- DP Area: between 0.015 and 0.02 sq mm
- TritonCTS Buffers: 29
- CTS resizes: 0
- H-Tree Depth: 1
- Core utilization at floorplan: 50.9%
- Post-DP HPWL: 18500 um
- Vias in the first global route: 8227
- Post-route insts no fill: 1464
- Flop area: 0.00794 sq mm
- ANT cells: 0
- Final wirelength: 24600 um
- Vias per cell: 5.02
- Post-DRT Antenna Nets: 0
- WL per Instance: approximately 17 um
- Total track usage: 19.6%
- Total negative slack: 0 ps
- Period utilisation layout: 68.7%
- Clk_skew: 8.79 ps
- Antenna violations before repair: 0
- Endpoints left unconstrained: 34
- Layout cells sized above 1: 7.08%
- Class of the worst hold path: input pin to flop
- Placed instance count: roughly 1400
- Post-layout min period: 756 ps
- Pin count of the biggest net entering global routing: 46
- Final GP Congestion: approximately 0.84
- Logic area: 0.00635 sq mm
- Synth warn: 1
- Global-route wire length before repair: about 42000 um
- Synthesized instance count: 982
- Yosys stat area: 0.0151 sq mm
- Log Warnings: 25
- Worst path required time: 1340 ps
- Dominant synthesized flop cell: edfxtp_1
- Area Overhead vs Synth: 12.4%
- Final core utilization: about 57%
- Starting DRT DRC Count: 383
- DIE AREA: 0.0309 sq mm
- Count of library flops with an enable pin: 256
- Overflow after GRT: 0
- FFs w/ async S/R, synth: 0%
- Final Hold Fails: 0
- FF+latch count, synth: 273
- Worst Tran Pin Value: between 500 and 600 ps
- Critical setup path kind: flop to flop
- Remaining DRCs: 0
- Register pins left without a clock: 17
- Core footprint: 0.0296 sq mm
- Clock Tree Buf Depth: 3
- TritonCTS clock tree: yes
- Post-CTS Setup Repair Bufs: 0
-- final timing paths --
path                   from             to  slack, ps  depth (start not counted)
max             shiftreg[9]   shiftreg[25]        340                          0
min          data_update[0]  shiftreg[106]         40                          1
max reg2reg     shiftreg[9]   shiftreg[25]        340                          0
min reg2reg   shiftreg[145]  shiftreg[161]        450                          0
-- layout by cell type, fill, tap and decap left out, types with 7 or more instances in the layout --
cell / count
clkbuf_16: 29
nor2b_1: 10
edfxtp_1: 256
a21o_1: 7
a211oi_1: 9
fa_1: 191
nand3_1: 11
nand2_1: 22
nor2_1: 29
xor2_1: 9
ha_1: 56
a21oi_1: 29
xnor2_1: 28
clkdlybuf4s50_1: 36
o21ai_0: 15
inv_1: 191
mux4_2: 10
dlxtn_1: 17
conb_1: 16
buf_4: 7
-- sequential cells by signal, indices dropped and copies added, names as in the netlist --
register,count
smooth_out,17
shiftreg,256
-- cell families after synthesis --
family / count (synthesis) / synth area share (%)
DFF: 256 / 50.9
other: 1 / 0.0248
and+or+nand+nor: 98 / 3.24
buffers and inverters: 213 / 5.70
muxes: 15 / 1.82
AOI/OAI and AO/OA: 98 / 4.47
xor gates and xnor gates: 37 / 2.15
adders and majority gates: 247 / 30.0
latches: 17 / 1.69
-- per-stage QoR --
| stage | hold slack (ps) | setup WS (ps) |
|---|---|---|
| floorplan | 319 | 433 |
| global placement | 435 | 38.6 |
| detailed placement | 436 | 31.1 |
| CTS | 18.1 | 334 |
| global route | 29.6 | 300 |
| finish | 36.4 | 344 |
-- Yosys cell counts (all sizes together), types with 5 or more instances --
library cell / number / area share [%]
fa: 191 / 25
a211oi: 10 / 0.53
xnor2: 28 / 1.6
inv: 191 / 4.8
o21ai: 17 / 0.56
mux2i: 5 / 0.33
ha: 56 / 4.6
a21oi: 30 / 1.0
buf: 17 / 0.82
nand3b: 5 / 0.27
nor2: 29 / 0.72
nor2b: 11 / 0.51
xor2: 9 / 0.52
edfxtp: 256 / 51
clkbuf: 5 / 0.12
a21o: 7 / 0.35
nand3: 11 / 0.36
mux4: 10 / 1.5
dlxtn: 17 / 1.7
nand2: 22 / 0.55
-- per-layer routing --
| metal | vias up | global-route usage (%) | share of wire [%] |
|---|---|---|---|
| met5 | - | 0 | 0 |
| met4 | 0 | 3.33 | 2.4 |
| met3 | 38 | 7.88 | 8.2 |
| met2 | 191 | 27.9 | 47 |
| met1 | 3686 | 33.4 | 42 |
| li1 | 3428 | - | - |
-- area by class of cell --
| type | count | share of cell area [%] |
|---|---|---|
| Inverter | 191 | 4.23 |
| Timing Repair Buffer | 49 | 3.11 |
| Clock inverter | 16 | 1.13 |
| Clock buffer | 34 | 4.39 |
| Tap cell | 390 | 2.88 |
| Sequential cell | 273 | 46.8 |
| Multi-Input combinational cell | 511 | 37.4 |
